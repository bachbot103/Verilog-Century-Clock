==> config.mk <==
export PLATFORM = sky130hd
export DESIGN_NAME = parameter_coutner
export DESIGN_NICKNAME = parameter_coutner
export VERILOG_FILES = /design/flow/design.v
export SDC_FILE = /design/flow/constraint.sdc
export NUM_CORES = 4
export LEC_CHECK = 1
export CORE_AREA = 10 10 70 70
export DIE_AREA = 0 0 80 80
==> constraint.sdc <==
current_design parameter_coutner

set clk_period 3.2
set clk_io_pct 0.2

create_clock -name clk0 -period $clk_period [get_ports {clk}]

set non_clock_inputs [all_inputs -no_clocks]
set_input_delay [expr $clk_period * $clk_io_pct] -clock clk0 $non_clock_inputs
set_output_delay [expr $clk_period * $clk_io_pct] -clock clk0 [all_outputs]
==> design.v <==
module Led7thanh(
	input wire[3:0] bcd,
	output reg[6:0] seg
);
always@(bcd)
begin 
	case(bcd)
		0 : seg = 7'b000_0001;
                1 : seg = 7'b100_1111;
                2 : seg = 7'b001_0010;
                3 : seg = 7'b000_0110;
                4 : seg = 7'b100_1100;
                5 : seg = 7'b010_0100;
                6 : seg = 7'b010_0000;
                7 : seg = 7'b000_1111;
                8 : seg = 7'b000_0000;
                9 : seg = 7'b000_0100;
		default: seg = 7'h111_1111;
	endcase
end
endmodule 
module parameter_coutner(check_END_TIME, check_count ,enable, enable2, clk, reset_n, done, seg, done2, detect_END_TIME);
	parameter START = 0;
	parameter END = 9;
	parameter TIME = 9;  
	input wire enable, clk, reset_n;
	input wire check_END_TIME, enable2;  
	input wire check_count;  
	output wire done, done2, detect_END_TIME;  
	output wire[6:0] seg;
	reg[3:0] count;
	Led7thanh seg1(.bcd(count),.seg(seg));
	always @(posedge clk, negedge reset_n) begin
		if(!reset_n) begin
			count <= START; 
		end
		else if(enable || (done && check_END_TIME)) begin 
			if(done || check_count) begin  
				count <= START;
			end
			else begin
				count <= count + 1;
			end
		end
		else begin
			count <= count;
		end
	end
	assign done2 = ((count == TIME) && enable);  
	assign detect_END_TIME = (END != TIME);  
	assign done = (check_END_TIME) ? ((count == END) && enable2) : ((count == END) && enable);  
endmodule 
==> run.sh <==
#!/bin/bash
# OpenROAD 26Q1-2900-gdf79404cd8, Yosys 0.63+post, stock flow scripts
make -C /OpenROAD-flow-scripts/flow DESIGN_CONFIG=/design/flow/config.mk WORK_HOME=/design/flow/orfs finish
==> results.txt <==
run metrics: critical path arrival ~2 ns, first-pass GRT wire length around 1.9 mm, ys flop type dfrtp_1, Largest register FFs 4, Final Hold Violation Tally 0, chip footprint 0.006400 sq mm, vias per cell 3.650, Simple-Gate Area Share between 20% and 30%, critical path endpoint category primary output, Reg with most FFs count, design area about 630 sq um, area grow syn2layout 44.99%, Synthesized registers 4, Max Used Layer met4, area of the mapped netlist around 440 sq um, mean post-synth cell area 7.661 sq um, Vias between 400 and 500, clock root buffer clkbuf_4, setup violators final 0, Yosys top cell by area dfrtp_1, TritonCTS clock tree built, Worst Skew about 0.0022 ns, hold buffer count at CTS 0, met3 WL approximately 250 um, RR Startpoint count[1], Core ar. about 0.0034 sq mm, Final Cycle Share between 80% and 90%, Synth Seq Share a little under a quarter, final wirelength around 1.2 mm, asr flop ratio synth ~100%, Power, Total roughly 0.27 mW, Leakage ~0.26 nW, FP Util about an eighth, Startpoint Class flop, Latency at later pin 0.24 ns, Placement Rows 21, stage-log warning count 28, DRT iter0 DRCs 24, run status completed, IO Count 16, synth unique cells 24, Synth Area in Adders between 10% and 20%, Clock transition at path regs approximately 0.040 ns, Buffers on Ports 14, Regs by FF count count x4, Metal-1 WL 552 um, number of remaining DRC errors 0, f_max between 300 and 400 MHz, ant diodes 0, worst hold path type primary input to async pin, cts bufs inserted 3, Post-DRT Antenna Nets 0, Remaining Overflow, GRT 0, RD Place Congestion 0.7926, Placed Area between 600 and 700 sq um, RSZ-0062 raised after global routing no, R2R depth 5, fillcell total 386, Die Ht approximately 80 um, CTS Sinks 4, first-pass iteration count of the detailed router 4, yosys cell count ~57, YS chip area between 400 and 500 sq um, EDFF count, synth 0, htree depth 1, Final Max Tran Viols 0, Synth area leaders dfrtp_1 (23%), ha_1 (11%), mux2i_1 (9.2%), a21oi_1 (6.9%), inv_1 (6.0%), count leader, synth inv_1, met2 wire length ~350 um, post_cts resized 0, Max rail drop VDD ~240 uV, Crit Path Class flop to primary output, Gate Count Post-Synth between 50 and 60, comb area leader simple AND/OR/NAND/NOR gates, Setup TNS 0 ns, chip width ~80 um, crit path DRT 2.56 ns, Total GRT Usage 3.501%, post-layout util 18.53%, DR WL/cell slightly below 10 um, Dominant cell area share 22.92%, top cells by count inv_1 (7), a21oi_1 (6), nor2_1 (6), CP max FO 6, R2R setup slack 1.67 ns, crit path time final ~2.7 ns, Synth mux share approximately 9.2%, Max Buffers Root-to-Sink 2, setup repair bufs after CTS 0, xor+xnor area frac 2.006%, vias in the first global route about 390, share of layout cells above drive strength 1 about 7.0%, yosys aoi share around a fifth, largest net degree at the start of global routing 13, max_cap viols 0, synth warn 3, Power Density between 400 and 500 mW/mm^2, initial antenna violation count 0, post-detail-place hpwl about 960 um, RR Endpoint count[3]
==> stage by stage <==
step	setup slack, ns	cells	hold WS [ns]
detailed placement	0.5711	114	0.6873
CTS	0.5110	117	0.5953
finish	0.5096	117	0.6032
global route	0.3917	117	0.6196
global placement	0.5751	114	0.6755
floorplan	1.524	57	0.3444
==> logic make-up after synthesis <==
logic type,Yosys count
simple gates,19
compound gates,14
buf+inv,10
fa+ha+maj,4
mux,4
flops,4
other cells,1
xor+xnor,1
==> power breakdown <==
group          internal, mW  total [mW]  switching (mW)
sequential           0.0589      0.0787          0.0197
combinational        0.0817       0.132          0.0501
clock                0.0420      0.0639          0.0219
==> metal layers <==
metal  GRT usage, %  up-vias
li1               -      222
met1          5.670      165
met2          3.772       38
met3          1.705        2
met4         0.7042        0
met5              0        -
==> cell type report <==
class / count / area, sq um / area share, %
Multi-Input combinational cell: 43 / 286.5 / 45.26
Timing Repair Buffer: 14 / 140.1 / 22.13
Tap cell: 46 / 57.56 / 9.091
Clock buffer: 3 / 22.52 / 3.557
Inverter: 7 / 26.28 / 4.150
Sequential cell: 4 / 100.1 / 15.81
==> cells in the final DEF, fill, tap and decap left out, types with 2 or more instances in the layout <==
master and n:
mux2i_1 4, clkbuf_4 3, a21oi_1 6, nand2_1 5, nor2_1 6, inv_1 7
nand2b_1 2, clkdlybuf4s50_1 14, o21ai_0 2, ha_1 4, nand3b_1 2, dfrtp_1 4
nor2b_1 2
==> worst max path at each step <==
stage	startpoint	endpoint
after CTS	count[1]	done
after global routing	count[1]	done
final	count[1]	done
==> worst max-delay path: stages (launching register included) <==
cell and delay, ns:
dfrtp_1 0.43, inv_1 0.16, ha_1 0.22, nand3b_1 0.20, nor2_1 0.28, clkdlybuf4s50_1 0.52
Power figures rest on the tool's default switching activity, not on a simulated workload.
